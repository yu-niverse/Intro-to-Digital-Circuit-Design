$ cat /design/flow/config.mk
export PLATFORM = sky130hd
export DESIGN_NAME = Lab2_4_bit_BLS_behavioral
export DESIGN_NICKNAME = Lab2_4_bit_BLS_behavioral
export VERILOG_FILES = /design/flow/design.v
export SDC_FILE = /design/flow/constraint.sdc
export NUM_CORES = 4
export LEC_CHECK = 1
export CORE_AREA = 10 10 70 70
export DIE_AREA = 0 0 80 80
$ cat /design/flow/constraint.sdc
current_design Lab2_4_bit_BLS_behavioral

set clk_period 5.1
set clk_io_pct 0.2

create_clock -name clk0 -period $clk_period

set non_clock_inputs [all_inputs -no_clocks]
set_input_delay [expr $clk_period * $clk_io_pct] -clock clk0 $non_clock_inputs
set_output_delay [expr $clk_period * $clk_io_pct] -clock clk0 [all_outputs]
$ cat /design/flow/design.v
module Lab2_4_bit_BLS_behavioral(input [3:0] X, Y, input Bin, output reg Bout, output reg [3:0] Diff);
	reg [3:0] P, G;
	always @(*) begin
		P[0] = ~(X[0]^Y[0]);
		P[1] = ~(X[1]^Y[1]);
		P[2] = ~(X[2]^Y[2]);
		P[3] = ~(X[3]^Y[3]);
		G[0] = ~X[0] && Y[0];
		G[1] = ~X[1] && Y[1]; 
		G[2] = ~X[2] && Y[2]; 
		G[3] = ~X[3] && Y[3];
		Bout = G[3] || (P[3]&&G[2]) || (P[3]&&P[2]&&G[1]) || (P[3]&&P[2]&&P[1]&&G[0]) || (P[3]&&P[2]&&P[1]&&P[0]&&Bin);
		Diff[0] = ~(P[0]^Bin);
		Diff[1] = ~(P[1]^( G[0] || P[0]&&Bin ));
		Diff[2] = ~(P[2]^( G[1] || P[1]&&G[0] || P[1]&&P[0]&&Bin ));
		Diff[3] = ~(P[3]^( G[2] || P[2]&&G[1] || P[2]&&P[1]&&G[0] || P[2]&&P[1]&&P[0]&&Bin ));
	end
endmodule
$ cat /design/flow/run.sh
#!/bin/bash
# OpenROAD 26Q1-2900-gdf79404cd8, Yosys 0.63+post, stock flow scripts
make -C /OpenROAD-flow-scripts/flow DESIGN_CONFIG=/design/flow/config.mk WORK_HOME=/design/flow/orfs finish
==> impl_metrics.toml <==
# synthesis and place-and-route metrics
[floorplan]
rows = 21
io-pin-count = 14
initCoreUtil = 0.0520
chip_area_um2 = 6400
die_h_um = 80
die_w_um = 80
core_um2 = 3420

[setup_path]
criticalPathCategory = "in -> out"
crit_path_max_fanout = 2
critPathArrivalTime_ps = 2910
required_ps = 4080
end_kind = "output pin"
critical_path.startpoint_type = "input pin"

[power_and_ir_drop]
combPwrFrac = 1.000
p_leak_nw = 0.168
power_density_nw_per_um2 = 99.2
power_switching_w = 0.0000119
p_int_w = 0.0000253
power.share.switching = 0.321
clkPwrFrac = 0
vdd_drop_max_mv = 0.00873
p_seq_frac = 0

[final_timing]
relSlewSlack = 0.863
rsz0062_at_grt = "no"
period_minus_slack_ps = 3930
fin_tns_setup_ps = 0
max_freq_mhz = 255
setup_violations = 0
finalHoldViolCount = 0
finalMaxSlewViolations = 0
worstMarginPinSlew_ps = 206
post-route-period-util = 0.770
setup_ws_ps = 1170

[synthesis]
yosysChipArea_um2 = 178
area_leaders = "ha_1, inv_1, fa_1"
yosysCellCount = 22
largest_area_cell = "ha_1"
mappedNetlistArea_um2 = 178
syn_area_per_cell_um2 = 8.08
postSynthSeqShare = 0
yosysUniqueCellTypes = 10
top_area_frac = 0.352
ys_warn_count = 1
synthCells = 22

[min_path]
hp-class = "in -> out"

[clock_network]
hold_buffers = 0
cts_setup_buffers = 0
ctsResizeCount = 0

[cells_and_area]
regArea_um2 = 0
fillers = 395
postLayoutCoreUtil = 0.110
comb_area_um2 = 155
drive_gt1_frac = 0.0556
clockBufferCount = 0
final_common_cell = "clkdlybuf4s50_1"
mostFrequentLayoutCells = "clkdlybuf4s50_1, inv_1, ha_1"
nFlopsAndLatches = 0
area_delta_synth_final_pct = 111
stdcell_count = 82

[detailed_routing]
drcViolationCount = 0
via_count = 192
wl_per_cell_um = 7.06
ant_nets = 0
drt_iter0_markers = 5
firstDrtPassIters = 2
via_per_inst = 2.34
antenna_cells = 0
wl_um = 579

[global_route]
overflow = 0
grt_antenna_before_repair = 0
grt_usage = 0.0160
grt_pass1_wl_um = 828
grt_pass1_vias = 187
grt_max_degree = 4

[placement]
port_buffers = 14
hpwl_um = 588
pre_cts_slack_ps = 1140
gp_congestion = 0.655
dp_cells = 82

[run_status]
status = "finished clean"

[flow_run]
log.warning_count = 33
maxCapViolations = 0
[critical path, stage by stage]
cell and delay (ps):
clkdlybuf4s50_1 510, inv_1 70, ha_1 310, a21o_1 200, a21oi_2 140, xor2_1 160
clkdlybuf4s50_1 500
[worst paths after layout]
path	from	endpoint	slack, ps	cells after the start
max	X[0]	Diff[2]	1170	7
min	Y[3]	Diff[3]	3130	4
[stage by stage]
stage	hold WS, ps	power (W)	instance area, um^2
3_3_place_gp	3120	0.0000381	375
3_5_place_dp	3150	0.0000388	375
4_1_cts	3140	0.0000390	375
2_1_floorplan	2150	0.0000131	178
5_1_grt	3170	0.0000417	375
6_report	3130	0.0000372	375
[logic make-up after synthesis]
family | after synthesis | share of synthesized area
compound gates | 6 | 0.239
buf+inv | 6 | 0.127
simple gates | 1 | 0.0211
xor+xnor | 3 | 0.148
fa+ha+maj | 6 | 0.465
[layout make-up]
| class | count | area share |
|---|---|---|
| inverters | 6 | 0.0600 |
| well taps | 46 | 0.153 |
| repair buffers | 14 | 0.373 |
| multi-input cells | 16 | 0.413 |
[Yosys cell counts]
| master | n |
|---|---|
| a21o_1 | 2 |
| a21oi_1 | 2 |
| a21oi_2 | 1 |
| fa_1 | 1 |
| ha_1 | 5 |
| inv_1 | 6 |
| nand2_1 | 1 |
| o21ai_2 | 1 |
| xnor2_1 | 1 |
| xor2_1 | 2 |
[per-layer routing]
layer  GRT usage  vias up  part of all wire  routed length, um
met2      0.0409        2              0.73                422
met3           0        0            0.0017                  1
li1            -       99                 -                  -
met4           0        0                 0                  0
met1      0.0119       91              0.27                156
met5           0        -                 0                  0
[power by group through the flow]
stage / clock [W] / combinational (W) / sequential, W
5_1_grt: 0 / 0.0000417 / 0
4_1_cts: 0 / 0.0000390 / 0
6_report: 0 / 0.0000372 / 0
Power figures rest on the tool's default switching activity, not on a simulated workload.
