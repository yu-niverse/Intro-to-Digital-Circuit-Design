--- flow/design.v ---
module Lab2_4_bit_BLS_gatelevel(input [3:0]X, Y, input Bin, output Bout, output[3:0]Diff);
	wire [3:0] P, G, not_X, not_P;
	wire B1, B2, B3;
	wire w0, w1, w2, w3, w4, w5, w6, w7, w8, w9;
	Lab2_half_sub_gatelevel HS0(X[0], Y[0], G[0], not_P[0]);
	not (P[0], not_P[0]);
	Lab2_half_sub_gatelevel HS1(X[1], Y[1], G[1], not_P[1]);
	not (P[1], not_P[1]);
	Lab2_half_sub_gatelevel HS2(X[2], Y[2], G[2], not_P[2]);
	not (P[2], not_P[2]);
	Lab2_half_sub_gatelevel HS3(X[3], Y[3], G[3], not_P[3]);
	not (P[3], not_P[3]);
	and #(2) (w0, P[0], Bin);
	or #(2) (B1, G[0], w0);
	and #(2) (w1, P[1], P[0], Bin);
	and #(2) (w2, P[1], G[0]);
	or #(2) (B2, G[1], w2, w1);
	and #(2) (w3, P[2], P[1], P[0], Bin);
	and #(2) (w4, P[2], P[1], G[0]);
	and #(2) (w5, P[2], G[1]);
	or #(2) (B3, G[2], w3, w4, w5);
	and #(2) (w6, P[3], P[2], P[1], P[0], Bin);
	and #(2) (w7, P[3], P[2], P[1], G[0]);
	and #(2) (w8, P[3], P[2], G[1]);
	and #(2) (w9, P[3], G[2]);
	or #(2) (Bout, G[3], w6, w7, w8, w9);
	xor #(4) (Diff[0], Bin, not_P[0]);
	xor #(4) (Diff[1], B1, not_P[1]);
	xor #(4) (Diff[2], B2, not_P[2]);
	xor #(4) (Diff[3], B3, not_P[3]);
endmodule
module Lab2_half_sub_gatelevel(input x, y, output B, D);
	wire not_x;
	not (not_x, x);
	xor #(4) (D, x, y);
	and #(2) (B, not_x, y);
endmodule
--- flow/run.sh ---
#!/bin/bash
# OpenROAD 26Q1-2900-gdf79404cd8, Yosys 0.63+post, stock flow scripts
make -C /OpenROAD-flow-scripts/flow DESIGN_CONFIG=/design/flow/config.mk WORK_HOME=/design/flow/orfs finish
--- flow/config.mk ---
export PLATFORM = sky130hd
export DESIGN_NAME = Lab2_4_bit_BLS_gatelevel
export DESIGN_NICKNAME = Lab2_4_bit_BLS_gatelevel
export VERILOG_FILES = /design/flow/design.v
export SDC_FILE = /design/flow/constraint.sdc
export NUM_CORES = 4
export LEC_CHECK = 1
export CORE_AREA = 10 10 70 70
export DIE_AREA = 0 0 80 80
--- flow/constraint.sdc ---
current_design Lab2_4_bit_BLS_gatelevel

set clk_period 3.8
set clk_io_pct 0.2

create_clock -name clk0 -period $clk_period

set non_clock_inputs [all_inputs -no_clocks]
set_input_delay [expr $clk_period * $clk_io_pct] -clock clk0 $non_clock_inputs
set_output_delay [expr $clk_period * $clk_io_pct] -clock clk0 [all_outputs]
==> impl_metrics.csv <==
group,metric,value,unit
grt,grt_pass1_wl,821,um
placement,placed_cell_area,357,um^2
sta,period_minus_slack,3.43,ns
floorplanning,boundaryPins,14,
placement,dp_cells,80,
worst_hold_path,hp-class,"in2out",
run,openroad.warnings,32,
yosys,top_cells_by_area,"ha_1, inv_1, fa_1, xnor2_1, a211oi_2",
finish,fin_util,10.4,%
finish,regArea,0,um^2
yosys,ys_cells,20,
placement,dp_slack,0.340,ns
sta,rsz0062_at_grt,"no",
yosys,syn_avg_cell_area,7.95,um^2
grt,antenna_found_initial,0,
grt,grtUsageTotal,1.59,%
yosys,synth.most_common_cell,"inv_1",
yosys,syn_inst,20,
finish,area_delta_synth_final,124,%
detailed_routing,avgRoutedWirePerCell,6.55,um
clocking,cts_post_setup_buffers_inserted,0,
sta,setup_viol,0,
yosys,synth_cell_types,10,
placement,gp_congestion,0.811,
finish,fin_cells,80,
yosys,yosys_warnings,0,
sta,relSlewSlack,84.0,%
floorplanning,die_area,0.00640,mm^2
placement,dp_hpwl,511,um
worst_setup_path,start_kind,"input pin",
power_and_ir_drop,p_leak,0.151,nW
finish,design_area,357,um^2
detailed_routing,ant_nets,0,
floorplanning,row_count,21,
worst_setup_path,cp_max_fo,2,
run_status,status,"finished clean",
sta,hold_ws,2.60,ns
worst_setup_path,path_class,"in2out",
power_and_ir_drop,ir_worst_vdd,0.0000155,V
finish,design.seq.count,0,
power_and_ir_drop,fin_total_pwr,0.0470,mW
yosys,top_area_cell,"ha_1",
sta,fmax,292,MHz
detailed_routing,wirelength,524,um
yosys,top_cell_area_share,31.5,%
finish,drive_gt1_share,2.94,%
floorplanning,fp.dieH,80,um
power_and_ir_drop,p_per_area,132,mW/mm^2
yosys,netlist_area,159,um^2
grt,grt_overflow_total,0,
detailed_routing,wl_met3,97,um
worst_setup_path,cp-end-kind,"primary output",
worst_setup_path,required,3.04,ns
floorplanning,initCoreUtil,4.65,%
detailed_routing,viasPerCell,2.06,
yosys,ys_chip_area,159,um^2
sta,hold_violations,0,
detailed_routing,num_vias,165,
clocking,ctsHoldBuffers,0,
sta,tns,0,ns
finish,fill_cells,400,
worst_setup_path,critPathArrivalTime,2.67,ns
placement,portBuffers,14,
grt,grt_start_max_net_pins,4,
sta,drv_slew,0,
detailed_routing,drt-met1-wl,209,um
finish,final-comb-area,136,um^2
yosys,ys_seq_share,0,%
detailed_routing,highest_layer,"met3",
run,maxCapViolCount,0,
sta,layout_setup_ws,0.372,ns
floorplanning,core-area,0.00342,mm^2
grt,grt_pass1_vias,172,
yosys,netlist_top_cells_count,"inv_1, ha_1, nor2_1, xnor2_1",
finish,nClkBuffers,0,
sta,period_used_share,90.2,%
detailed_routing,drtPass1Iterations,2,
detailed_routing,met2RoutedLength,217,um
floorplanning,die_x,80,um
detailed_routing,num_antenna_cells,0,
detailed_routing,drc,0,
clocking,cts-resized-gates,0,
sta,tightest_slew,0.239,ns
detailed_routing,drtIter0Drc,7,
==> where the power goes <==
part / internal [mW] / switching (mW)
registers: 0 / 0
clock network: 0 / 0
logic: 0.0334 / 0.0135
==> per-layer routing <==
| layer | global-route usage, % | vias up |
|---|---|---|
| met5 | 0 | - |
| met4 | 0 | 0 |
| met3 | 1.14 | 0 |
| met2 | 2.25 | 8 |
| met1 | 2.05 | 66 |
| li1 | - | 91 |
==> cell type report <==
| class | count | area share (%) |
|---|---|---|
| well taps | 46 | 16.1 |
| inverters | 6 | 6.32 |
| repair buffers | 14 | 39.3 |
| multi-input cells | 14 | 38.2 |
==> path summary, 6_finish.rpt <==
check                 start       to  slack [ns]  cells after the start
worst min-delay path   X[3]  Diff[3]        2.60                      5
worst max-delay path   X[0]  Diff[3]        0.37                      7
==> critical path, cell delays in order <==
cell             delay [ns]
clkdlybuf4s50_1        0.51
inv_1                  0.06
ha_1                   0.30
a211oi_2               0.25
o21bai_1               0.15
xnor2_1                0.16
clkdlybuf4s50_1        0.49
==> kinds of logic after synthesis <==
family / synth area share (%)
AND-OR/OR-AND: 20.5
XOR/XNOR: 16.5
adder cells (fa/ha/maj): 44.1
buffers and inverters: 14.2
AND/OR/NAND/NOR: 4.73
==> cell usage in the layout, fill, tap and decap left out <==
master           netlist  final
xor2_1                 1      1
o21bai_1               1      1
ha_1                   4      4
inv_1                  6      6
o21ai_0                1      1
a211oi_2               1      1
nor2_1                 2      2
a21o_1                 1      1
clkdlybuf4s50_1        0     14
fa_1                   1      1
xnor2_1                2      2
Power and IR drop assume default switching activity.
