--- flow/design.v ---
module Lab2_4_bit_RBS(input [3:0] X, Y, input Bin, output Bout, output [3:0] Diff);
	wire B1, B2, B3;
	Lab2_full_sub FS0 (X[0], Y[0], Bin, B1, Diff[0]);
	Lab2_full_sub FS1 (X[1], Y[1], B1, B2, Diff[1]);
	Lab2_full_sub FS2 (X[2], Y[2], B2, B3, Diff[2]);
	Lab2_full_sub FS3 (X[3], Y[3], B3, Bout, Diff[3]);
endmodule
module Lab2_full_sub(input x, y, z, output B, D);
	wire D1, B1, B2;
	Lab2_half_sub_gatelevel HS1(x, y, B1, D1);
	Lab2_half_sub_gatelevel HS2(D1, z, B2, D);
	or #(2) (B, B1, B2);
endmodule
module Lab2_half_sub_gatelevel(input x, y, output B, D);
	wire not_x;
	not (not_x, x);
	xor #(4) (D, x, y);
	and #(2) (B, not_x, y);
endmodule
--- flow/run.sh ---
#!/bin/bash
# OpenROAD 26Q1-2900-gdf79404cd8, Yosys 0.63+post, stock flow scripts
make -C /OpenROAD-flow-scripts/flow DESIGN_CONFIG=/design/flow/config.mk WORK_HOME=/design/flow/orfs finish
--- flow/config.mk ---
export PLATFORM = sky130hd
export DESIGN_NAME = Lab2_4_bit_RBS
export DESIGN_NICKNAME = Lab2_4_bit_RBS
export VERILOG_FILES = /design/flow/design.v
export SDC_FILE = /design/flow/constraint.sdc
export NUM_CORES = 4
export LEC_CHECK = 1
export CORE_AREA = 10 10 70 70
export DIE_AREA = 0 0 80 80
--- flow/constraint.sdc ---
current_design Lab2_4_bit_RBS

set clk_period 5.1
set clk_io_pct 0.2

create_clock -name clk0 -period $clk_period

set non_clock_inputs [all_inputs -no_clocks]
set_input_delay [expr $clk_period * $clk_io_pct] -clock clk0 $non_clock_inputs
set_output_delay [expr $clk_period * $clk_io_pct] -clock clk0 [all_outputs]
==> summary.txt <==
run metrics: status=finished, final reports clean, Routed WL=403 µm, Netlist Area Pre-Place=148 µm², Max VDD drop=0.0296 mV, initial antenna violation count=0, hold_buf cts=0, Tightest Pin Transition=0.102 ns, P_sw=7.59 µW, setup repair bufs after CTS=0, CP Max Fanout=1, Flops=0, antenna cells=0, Synth Seq Share=0, row count=21, maxcap violations=0, Routed Antenna Nets=0, DR pass1 iterations=1, synthesized instance count=18, arrival time of the worst setup path=3.38 ns, largest net degree at the start of global routing=2, Final Hold Vio Count=0, Seq pwr share=0, cell with the largest stage delay on the worst path=clkdlybuf4s50_1, Port Buffers=14, Synth top area share=0.542, total grt overflow=0, share of power burned in combinational logic=1.000, RSZ-0062 raised after global routing=no, area occupied by registers=0 µm², vias per inst=1.59, Tot GR Track Use=0.0130, Clock buffer cells=0, via count=118, core area=3420 µm², area growth from synthesis to layout=114%, DR iter-0 viols=0, Filler cells=404, post-synth cell types=3, Top Layout Cells=clkdlybuf4s50_1, inv_1, fa_1, crit path capture type=output port, dominant cell type by area after synthesis=fa_1, Int Power=19.9 µW, WP data required=4.08 ns, syn avg cell area=8.20 µm², WS Path Type=in2out, Tool Warnings=32, final setup TNS=0 ns, Floorplan Utilization=0.0432, vias in the first global route=140, top cells by area=fa_1, inv_1, buf_4, post-DP HPWL=397 µm, yosys cell count=18, post-CTS sizing=0, post-synth area from yosys stat=148 µm², setup violators final=0, hold endpoint=Diff[1], ratio of cells with drive above 1 in the final layout=0, Final Power=27.5 µW, CP cell instances=clkdlybuf4s50_1 -> fa_1 -> inv_1 -> fa_1 -> fa_1 -> inv_1 -> fa_1 -> clkdlybuf4s50_1, Top cell by count, worst path=fa_1, hold depth=5, Yosys warning count=0, I/O pin cnt=14, Power per Cell Area=87.3 nW/µm², Die Y=80 µm, CP peak stage delay=0.48 ns, min-delay src=X[1], switching share of power=0.276, Post-route DRC=0, hold_ws=3.10 ns, Top cell excl fill/tap=clkdlybuf4s50_1, Comb area=80.1 µm², Worst slew margin=0.932, Critical Path Source Type=primary input, first-pass GRT wire length=662 µm, Leakage=0.137 nW, Period Utilization, post-route=0.862, Pins Over Slew Limit=0, GPL Wtd Cong=0.747, chip footprint=6400 µm², Hold Crit Class=in2out, min Tclk post-route=4.40 ns, die span in x=80 µm, Max Freq=0.227 GHz, drt wl/cell=5.45 µm, clock group share of total power=0
[how the worst max path moves through the flow]
| stage | start | endpoint | depth (start not counted) |
|---|---|---|---|
| after global routing | X[0] | Diff[3] | 8 |
| after CTS | X[0] | Diff[3] | 8 |
| final | X[0] | Diff[3] | 8 |
[worst max-delay path, delay by kind of cell]
family	cells	cell delay, ns
buffers and inverters	4	1.03
adders and majority gates	4	1.33
[power groups by stage]
stage                 Combinational (mW)  Sequential, mW  Clock (mW)
after CTS                         0.0285               0           0
after global routing              0.0324               0           0
final                             0.0275               0           0
[synthesized netlist by cell type]
cell type  instances
inv_1             10
buf_4              4
fa_1               4
[routing by layer]
layer	global-route usage	routed length, µm
met1	0.0220	223
met3	0.0102	104
met4	0	0
met5	0	0
met2	0.0112	75
[through the flow]
stage	utilization	cell area, µm²	cells	setup slack (ns)
2_1_floorplan	-	148	18	1.50
3_3_place_gp	0.0923	315	74	0.663
3_5_place_dp	0.0923	315	74	0.665
4_1_cts	0.0923	315	74	0.669
5_1_grt	0.0923	315	74	0.533
6_report	0.0923	315	74	0.703
[layout make-up]
class | instances | share of cell area
timing repair buffer | 14 | 0.444
multi-input combinational | 4 | 0.254
inverter | 10 | 0.119
tap | 46 | 0.183
[kinds of logic after synthesis]
kind of cell,synth area share
fa+ha+maj,0.542
buf+inv,0.458
No activity file was given, so power comes from the tool's default toggle rates.
